==> flow/design.v <==
module counter_memory (
   reset,
   enable,
   divideby,
  clk,
   go
   );
input  reset;     
input  enable; 
input [5:0] divideby; 
input clk;
output reg go;
 reg [9:0]  LEDR;
  reg [5:0] counter;
reg [5:0] total;
reg [5:0] counter_c;
always @(*) begin
    LEDR[9:0] = 10'b0;
    counter_c = counter;
    go = 1'b0;
    total = divideby - 6'b01;
    if (enable) begin
      if(counter_c != total) begin
        counter_c = counter_c + 6'b01;
      end
      else if (counter_c == total) begin
        counter_c = 6'b0;
      end  
      if ((counter_c == 6'b0) && (divideby != 6'b0)) begin
        go = 1'b1;
      end
      if (divideby == 6'b0) begin
        LEDR[9:0] = 10'b1111_1111_11;
        counter_c = 6'b0;
        go = 1'b0;
      end
    end 
   if (reset == 1'b0) begin 
        counter_c = 6'b000000;
  end
end
always@(posedge clk) begin
      counter <= #1 counter_c;
end 
endmodule
==> flow/run.sh <==
#!/bin/bash
# OpenROAD 26Q1-2900-gdf79404cd8, Yosys 0.63+post, stock flow scripts
make -C /OpenROAD-flow-scripts/flow DESIGN_CONFIG=/design/flow/config.mk WORK_HOME=/design/flow/orfs finish
==> flow/config.mk <==
export PLATFORM = sky130hd
export DESIGN_NAME = counter_memory
export DESIGN_NICKNAME = counter_memory
export VERILOG_FILES = /design/flow/design.v
export SDC_FILE = /design/flow/constraint.sdc
export NUM_CORES = 4
export LEC_CHECK = 1
export CORE_AREA = 10 10 70 70
export DIE_AREA = 0 0 80 80
==> flow/constraint.sdc <==
current_design counter_memory

set clk_period 2.4
set clk_io_pct 0.2

create_clock -name clk0 -period $clk_period [get_ports {clk}]

set non_clock_inputs [all_inputs -no_clocks]
set_input_delay [expr $clk_period * $clk_io_pct] -clock clk0 $non_clock_inputs
set_output_delay [expr $clk_period * $clk_io_pct] -clock clk0 [all_outputs]
==> results.sh <==
# implementation run metrics
export IMPL_die_x_um=80
export IMPL_hpwl_um=1148
export IMPL_track_usage_pct=4.551
export IMPL_violations="negative setup slack"
export IMPL_fp_util_pct=17.40
export IMPL_fill_cells=371
export IMPL_start_kind="primary input"
export IMPL_grt_pass1_wl_um=2539
export IMPL_slew_viol_final=0
export IMPL_drtIter0Drc=14
export IMPL_root_buffer="clkbuf_4"
export IMPL_largestRegisters="counter: 6 flops"
export IMPL_syn2layout_area_growth_pct=51.16
export IMPL_slew_headroom_pct=75.21
export IMPL_ir_worst_vdd_v=0.0002055
export IMPL_die_area_um2=6400
export IMPL_fin_crit_ns=2.576
export IMPL_synth_chip_area_um2=594.3
export IMPL_first_pass_iters=4
export IMPL_std_cell_rows=21
export IMPL_vias_per_cell=4.159
export IMPL_ys_cells=72
export IMPL_rsz0062_at_grt="true"
export IMPL_final_cells=145
export IMPL_ios=10
export IMPL_place_gp_congestion=0.8627
export IMPL_worstSetupEndpointType="primary output"
export IMPL_path_clk_slew_ns=0.05
export IMPL_drv_cap=0
export IMPL_largest_register_ffs=6
export IMPL_antenna_found_initial=0
export IMPL_status="finished, violations left"
export IMPL_top_cell_area_share_pct=20.21
export IMPL_avgSynthCellArea_um2=8.254
export IMPL_ff_type="dfxtp_1"
export IMPL_worst_endpoint_required_ns=1.92
export IMPL_cts_buffers=3
export IMPL_largest_area_cell="dfxtp_1"
export IMPL_arrival_ns=2.10
export IMPL_worst_pin_slew_ns=0.3688
export IMPL_timing_final_ws_setup_ns=-0.1762
export IMPL_ys_ff=6
export IMPL_powerDensity_nw_per_um2=321.7
export IMPL_clk_path_buf_depth=2
export IMPL_async_flop_share_pct=0
export IMPL_htreeDepth=1
export IMPL_finalHoldViolCount=0
export IMPL_area_leaders="dfxtp_1 (20%), xnor2_1 (8.8%), o21a_1 (7.6%), ha_1 (6.3%), nor2b_1 (6.3%)"
export IMPL_crit_fanout=2
export IMPL_top_register="counter"
export IMPL_min_period_over_period_pct=107.3
export IMPL_io_buffers=9
export IMPL_ant_nets=0
export IMPL_hold_class="register to register"
export IMPL_die_height_um=80
export IMPL_skew_ns=0.004935
export IMPL_yosysWarnings=1
export IMPL_vias=603
export IMPL_cts_tree="done"
export IMPL_gr_total_overflow=0
export IMPL_final_setup_viol_count=1
export IMPL_critical_path_class="primary input to primary output"
export IMPL_core_area_um2=3416
export IMPL_clock_latency_ns=0.24
export IMPL_grt_start_max_net_pins=11
export IMPL_preCtsSetupSlack_ns=-0.9363
export IMPL_syn_area_um2=594.3
export IMPL_fin_util_pct=26.30
export IMPL_p_leak_nw=0.3476
export IMPL_numClockSinks=6
export IMPL_grt_pass1_vias=581
export IMPL_num_antenna_cells=0
export IMPL_fmax_mhz=388.2
export IMPL_wl_per_cell_um=10.00
export IMPL_ys_types=30
export IMPL_drive_gt1_share_pct=32.32
export IMPL_log_warning_count=29
export IMPL_drcViolationCount=0
export IMPL_edf_count=0
export IMPL_synth_seq_share_pct=20.21
export IMPL_top_cells_by_count="dfxtp_1 (6), nor2b_1 (6), o21a_1 (6), xnor2_1 (6), nand2_1 (5)"
export IMPL_synthCells=72
export IMPL_routed_wl_um=1450
export IMPL_dp_cells=139
-- repair_timing --
item | in CTS | in global routing
hold buffers | 0 | 0
pin swaps | 5 | 6
buffers inserted | 0 | 3
setup endpoints to repair | 7 | 2
resized | 20 | 4
-- worst max-delay path, cell delays in order --
cell       delay [ns]
buf_6            0.09
or3_4            0.38
or4_4            0.50
a2111oi_4        0.32
nand2_1          0.11
a21oi_2          0.12
buf_2            0.10
-- cell usage in the layout (no fill, tap or decap), drive strengths merged, types with 3 or more instances in the layout --
| cell type | n |
|---|---|
| xnor2 | 6 |
| dfxtp | 6 |
| inv | 3 |
| nor2b | 6 |
| a221oi | 3 |
| a211oi | 3 |
| o21a | 6 |
| nand2b | 3 |
| clkbuf | 3 |
| ha | 3 |
| buf | 22 |
| nand2 | 5 |
-- metal layers --
layer | track usage, % | share of wire (%) | wire length [um] | vias to the layer above
li1 | - | - | - | 320
met3 | 1.818 | 4.6 | 67 | 0
met5 | 0 | 0 | 0 | -
met1 | 6.430 | 54 | 783 | 274
met2 | 6.661 | 41 | 599 | 9
met4 | 0.1761 | 0 | 0 | 0
-- area by class of cell --
| type | count | area [um^2] | share of cell area [%] |
|---|---|---|---|
| multi-input cells | 60 | 462.9 | 51.53 |
| repair buffers | 27 | 224.0 | 24.93 |
| flip-flops and latches | 6 | 120.1 | 13.37 |
| well taps | 46 | 57.56 | 6.407 |
| clock buffers | 3 | 22.52 | 2.507 |
| inverters | 3 | 11.26 | 1.253 |
-- final timing paths --
path / start / cells after the start / slack [ns] / endpoint
worst min register to register: counter[0]$_SDFFE_PN0P_ / 2 / 0.73 / counter[0]$_SDFFE_PN0P_
worst max-delay path: divideby[2] / 7 / -0.18 / go
worst min-delay path: counter[0]$_SDFFE_PN0P_ / 2 / 0.73 / counter[0]$_SDFFE_PN0P_
worst max register to register: counter[5]$_SDFFE_PN0P_ / 7 / 0.52 / counter[2]$_SDFFE_PN0P_
-- per-stage QoR --
stage / hold slack (ns) / area [um^2] / power [mW] / setup TNS (ns)
floorplan: 0.5975 / 594.3 / 0.1494 / -0.01904
global placement: 0.6958 / 843.3 / 0.1954 / -2.598
detailed placement: 0.7114 / 843.3 / 0.1959 / -2.700
CTS: 0.7222 / 860.8 / 0.2895 / -0.3031
global route: 0.7770 / 898.4 / 0.3109 / -0.2717
finish: 0.7259 / 898.4 / 0.2890 / -0.1762
-- cell families (layout without fill, tap and decap cells) --
family	after synthesis	after routing	synth area share, %
and+or+nand+nor	28	28	27.79
buffers and inverters	6	33	3.789
DFF	6	6	20.21
adders and majority gates	3	3	6.316
AOI/OAI and AO/OA	21	21	30.10
xor gates and xnor gates	8	8	11.79
-- power by group --
| part | switching (mW) | leakage (nW) | internal (mW) |
|---|---|---|---|
| registers | 0.00539 | 0.0487 | 0.103 |
| clock network | 0.0342 | 0.0138 | 0.0564 |
| logic | 0.0389 | 0.285 | 0.0513 |
Power and IR drop assume default switching activity.
